$ cat design/flow/config.mk
export PLATFORM = sky130hd
export DESIGN_NAME = controller
export DESIGN_NICKNAME = controller
export VERILOG_FILES = /design/flow/design.v
export SDC_FILE = /design/flow/constraint.sdc
export NUM_CORES = 4
export LEC_CHECK = 1
export CORE_UTILIZATION = 50
$ cat design/flow/constraint.sdc
current_design controller

set clk_period 5.1
set clk_io_pct 0.2

create_clock -name clk0 -period $clk_period [get_ports {clk}]

set non_clock_inputs [all_inputs -no_clocks]
set_input_delay [expr $clk_period * $clk_io_pct] -clock clk0 $non_clock_inputs
set_output_delay [expr $clk_period * $clk_io_pct] -clock clk0 [all_outputs]
$ cat design/flow/design.v
module controller(
    clk,             
    reset,          
    stsinkvalid,
    stsinkready,
    stsinkdata,
    stsourceready,
    stsourcevalid,
    stsourcedata,
    data_in,       
    data_out,
    convin,
    addr,
    en_wmem,
    en_rmem,
    en_conv,
    state_out
);
    localparam MSB_BYTE = 8;
    localparam MSB_HALF_WORD = 16;
    localparam FSM_TAM = 4;
    localparam IDLE           = 4'b0000;
    localparam WAITDEASSERT   = 4'b0001;
    localparam WAITDEASSERT2  = 4'b0100;
    localparam WAITDEASSERT3  = 4'b1001;
    localparam WRITE          = 4'b0010;
    localparam READ           = 4'b0011;
    localparam CONV           = 4'b0101;
    localparam WAIT2IDLE      = 4'b0110;
    localparam WAITC          = 4'b0111;
    input clk;
    input reset;
    input [7:0] data_in, stsinkdata;
    input stsinkvalid, stsourceready;
    input convin;
    output reg stsinkready;
    output reg stsourcevalid;
    output reg [7:0] data_out, stsourcedata;
    output reg [15:0] addr;
    output reg [8:0]  en_wmem;
    output reg [2:0]  en_rmem;
    output reg [2:0]  en_conv;
    output reg [FSM_TAM-1:0] state_out;
    reg [15:0] waddr1, waddr2, waddr3, waddr4, waddr5, waddr6, waddr7, waddr8, waddr9;
    reg [15:0] raddr1, raddr2, raddr3;
    reg [FSM_TAM-1:0] state;
    reg [3:0] wen;
    reg [1:0] ren;
    reg [1:0] conven;
    reg read;
    always @(posedge clk) begin
        stsinkready <= stsourceready;
        state_out <= state;
    end
    always @(posedge clk) begin
        if (reset) begin
            state <= IDLE;
            data_out <= 8'b0;
			waddr1 <= 16'b0;
			waddr2 <= 16'b0;
			waddr3 <= 16'b0;
            waddr4 <= 16'b0;
            waddr5 <= 16'b0;
            waddr6 <= 16'b0;
            waddr7 <= 16'b0;
            waddr8 <= 16'b0;
            waddr9 <= 16'b0;
            raddr1 <= 16'b0;
            raddr2 <= 16'b0;
            raddr3 <= 16'b0;
            addr <= 16'b0;
            wen <= 4'b0;
            ren <= 2'b0;
            conven <= 2'b0;
            en_wmem <= 9'b0;
            en_rmem <= 3'b0;
            en_conv <= 3'b0;
            stsourcedata  <= 8'b0;
            stsourcevalid <= 1'b0;
			read <= 1'b0;
        end else begin
            case (state)
                IDLE: begin
					en_rmem <= 3'b0;
                    en_wmem <= 9'b0;
                    addr <= 16'b0;
                    read <= 1'b0;
					stsourcevalid <= 1'b0;
                    en_conv <= 3'b0;
                    if(stsinkvalid) begin
                        case(stsinkdata[7:4])
                            4'h1: begin
                                state <= WAITDEASSERT;
                                wen  <= stsinkdata[3:0];
                            end
                            4'h2: begin
                                state <= WAITDEASSERT2;
                                ren <= stsinkdata[1:0];
                            end
                            4'h3: begin
                                state  <= WAITDEASSERT3;
                                conven <= stsinkdata[1:0];
                            end
                        endcase
                    end
                    else begin
                        state <= IDLE;
                    end
                end
                WAITDEASSERT: begin
                    if(!stsinkvalid) begin
                        state <= WRITE;
                    end else begin
                        state <= WAITDEASSERT;
                    end
                end
                WAITDEASSERT2: begin
                    if(!stsinkvalid) begin
                        state <= READ;
                    end else begin
                        state <= WAITDEASSERT2;
                    end
                end
                WAITDEASSERT3: begin
                    if(!stsinkvalid) begin
                        state <= CONV;
                    end else begin
                        state <= WAITDEASSERT3;
                    end
                end
                WRITE: begin
                    if (stsinkvalid) begin
                        state <= WAIT2IDLE;
                        data_out <= stsinkdata;
                        if(wen == 4'b0000) begin
                            en_wmem[0] <= 1'b1; 
                            waddr1 <= waddr1 + 16'b1;
                            addr <= waddr1;
                        end else if(wen == 4'b0001) begin
                            en_wmem[1] <= 1'b1;
                            waddr2 <= waddr2 + 16'b1;
                            addr <= waddr2;
                        end else if(wen == 4'b0010) begin
                            en_wmem[2] <= 1'b1;
                            waddr3 <= waddr3 + 1'b1;
                            addr <= waddr3;
                        end else if(wen == 4'b0011) begin
                            en_wmem[3] <= 1'b1;
                            waddr4 <= waddr4 + 1'b1;
                            addr   <= waddr4;
                        end else if(wen == 4'b0100) begin
                            en_wmem[4] <= 1'b1;
                            waddr5 <= waddr5 + 1'b1;
                            addr <= waddr5;
                        end else if(wen == 4'b0101) begin
                            en_wmem[5] <= 1'b1;
                            waddr6 <= waddr6 + 1'b1;
                            addr <= waddr6;
                        end else if(wen == 4'b0110) begin
                            en_wmem[6] <= 1'b1;
                            waddr7 <= waddr7 + 1'b1;
                            addr <= waddr7;
                        end else if(wen == 4'b0111) begin
                            en_wmem[7] <= 1'b1;
                            waddr8 <= waddr8 + 1'b1;
                            addr <= waddr8;
                        end else if(wen == 4'b1000) begin
                            en_wmem[8] <= 1'b1;
                            waddr9 <= waddr9 + 1'b1;
                            addr <= waddr9;
                        end else begin
                            en_wmem <= 9'b0;
                        end
                    end else begin
                        state <= WRITE;
                    end
                end
                READ: begin
                    if (stsinkvalid) begin
                        state <= WAIT2IDLE;
                        if(ren == 2'b00) begin
                            stsourcevalid <= 1'b1;
                            read <= 1'b1;
                            raddr1 <= raddr1 + 1'b1;
                            addr   <= raddr1;
                            en_rmem[0] <= 1'b1;
                        end else if(ren == 2'b01) begin
                            stsourcevalid <= 1'b1;
                            read <= 1'b1;
                            raddr2 <= raddr2 + 1'b1;
                            addr   <= raddr2;
                            en_rmem[1] <= 1'b1;
                        end else if(ren == 2'b10) begin
                            stsourcevalid <= 1'b1;
                            read <= 1'b1;
                            raddr3 <= raddr3 + 1'b1;
                            addr   <= raddr3;
                            en_rmem[2] <= 1'b1;
                        end else begin
                            en_rmem <= 3'b0;
                        end
                    end else begin
                        state <= READ;
                    end
                end
                WAIT2IDLE: begin
                    if(read) begin
                        stsourcedata <= data_in;
                    end
                    if (!stsinkvalid) begin
                        state <= IDLE;
                    end else begin
                        state <= WAIT2IDLE;
                    end
                end
                CONV: begin
                    if(stsinkvalid) begin
						      state   <= WAITC;
                        if(conven == 2'b00) begin
                            en_conv[0] <= 1'b1;
                        end else if(conven == 2'b01) begin
                            en_conv[1] <= 1'b1;
                        end else if(conven == 2'b10) begin
                            en_conv[2] <= 1'b1;
                        end else begin
                            en_conv <= 3'b0;
                        end
						  end else begin
						      state <= CONV;
						  end
                end
                WAITC: begin
                    if (convin) begin
                        state <= IDLE;
								conven <= 2'b0;
                    end else begin
                        state <= WAITC;
                    end
                end
                default: begin 
                    state <= IDLE;
                end
            endcase
        end
    end
endmodule
$ cat design/flow/run.sh
#!/bin/bash
# OpenROAD 26Q1-2900-gdf79404cd8, Yosys 0.63+post, stock flow scripts
make -C /OpenROAD-flow-scripts/flow DESIGN_CONFIG=/design/flow/config.mk WORK_HOME=/design/flow/orfs finish
==> metrics.csv <==
stage,metric,value,unit
route,Avg WL per Cell,18.7,um
route,antenna-violating nets left,0,
grt,first-pass GRT wire length,57500,um
place,dpl cell area,13900,um^2
final_timing,RSZ-0062 raised after global routing,no,
critical_path,Worst R2R End,waddr2[13]$_SDFFE_PP0P_,
die,Die Span Y,163,um
layout,layout cells sized above 1,0.0609,
critical_path,Worst path max stage delay,0.88,ns
die,Starting Density,0.512,
layout,Final Cell Area,14800,um^2
critical_path,worst path cell trace,"clkdlybuf4s50_1, buf_4, nor2b_1, nor4_1, buf_4, nand4_1, or4_1, a21oi_1",
grt,Tot GR Track Use,0.287,
logic_synthesis,Yosys reg bits,257,
die,die extent in x,163,um
critical_path,crit path DRT,5.58,ns
logic_synthesis,"EDFF count, synth",0,
logic_synthesis,yosys cell count,1579,
route,drt drc,0,
clock_network,hold_buf cts,0,
clock_network,CTS Buffer Depth,3,
run,Log Warnings,27,
power_and_ir_drop,worst ir drop on vdd,0.273,mV
place,port bufs,73,
critical_path,start point of the critical path,stsinkvalid,
place,Detailed Place HPWL,25300,um
route,WL final,36500,um
critical_path,CP dominant cell by count,buf_4,
critical_path,Critical-path top delay cell,clkdlybuf4s50_1,
die,core area,25300,um^2
clock_network,"Clk pin slew, worst setup/hold paths",0.06,ns
logic_synthesis,asr flop ratio synth,0,
worst_hold_path,worst hold path class,flip-flop to flip-flop,
route,via count,11400,
logic_synthesis,main area contributors,"dfxtp_1 (40%), nor2_1 (6.0%), xnor2_1 (5.8%), mux2i_1 (3.9%), xor2_1 (3.7%)",
logic_synthesis,Synth Warn #,1,
die,row count,58,
place,Placed Instances,1905,
route,drt pass-1 iters,5,
final_timing,Fin Clk Skew,0.0118,ns
critical_path,arrival time worst endpoint,4.02,ns
logic_synthesis,Post-Syn Area,12900,um^2
final_timing,Slew @ Worst Pin,0.828,ns
critical_path,Critical Path End,waddr2[13]$_SDFFE_PP0P_,
critical_path,Reg2Reg Setup Slack,1.70,ns
route,Detailed Route Iter0 Violations,990,
final_timing,Final TNS setup,0,ns
layout,Util after Layout,0.587,
run,Max-Cap Viols,0,
logic_synthesis,synthesized area per cell,8.19,um^2
clock_network,Sinks on Clock Net,257,
grt,met1 Track Usage GR,0.438,
clock_network,# Post-CTS Setup Buffers,0,
route,Antenna diodes,0,
grt,initial antenna violation count,0,
grt,met2 Resource Use GR,0.428,
clock_network,PostCTS Resize Cnt,0,
layout,synth-to-layout area growth,14.7,%
die,number of I/O pins,74,
worst_hold_path,hold path start,data_out[7]$_SDFFE_PP0P_,
clock_network,total CTS buffers,30,
logic_synthesis,yosys stat area,12900,um^2
route,vias per cell,5.83,
logic_synthesis,Synth area leader,dfxtp_1,
final_timing,post-route clock period utilization,0.695,
grt,largest net degree at the start of global routing,143,
clock_network,Root Driver,clkbuf_16,
logic_synthesis,Post-Syn Instances,1579,
final_timing,crit path time final,3.54,ns
die,die area,26500,um^2
logic_synthesis,Dominant flop cell,dfxtp_1,
final_timing,setup violators final,0,
critical_path,Startpoint Class,input pin,
clock_network,CTS HTree Levels,1,
place,RePlAce Congestion,0.922,
clock_network,CTS tree,yes,
outcome,status,"complete, no violations",
critical_path,worst r2r src,wen[0]$_SDFFE_PP0P_,
final_timing,Final Max Slew Viols,0,
logic_synthesis,Unique cell types,66,
layout,"non-filler cells, final",1956,
grt,GRT Max-Usage Layer,met1,
power_and_ir_drop,PD cells,304,nW/um^2
grt,vias in the first global route,10400,
grt,Congestion Overflow GR,0,
clock_network,Skew-Pair Late Insertion Delay,0.55,ns
critical_path,crit-path max FO,17,
critical_path,reg2reg path depth,6,
final_timing,Rel. slew slack,0.443,
grt,M3 GR Usage,0.0478,
logic_synthesis,"Seq share, synth",0.398,
final_timing,fmax,0.282,GHz
critical_path,CP endpoint kind,flip-flop,
final_timing,final hold violations,0,
power_and_ir_drop,Leak Pwr,5.05,nW
critical_path,critical path class,input pin to flip-flop,
logic_synthesis,Max-area cell share,0.398,
==> flip-flops by register name, summed over array words and instances, names as in the netlist, 2 cells and up <==
name and flops:
raddr3 16, wen 4, state_out 4, stsourcedata 8, waddr7 16, en_wmem 9
waddr2 16, ren 2, state 4, waddr3 16, raddr2 16, waddr5 16
addr 16, waddr9 16, waddr4 16, en_rmem 3, conven 2, waddr1 16
waddr8 16, waddr6 16, data_out 8, en_conv 3, raddr1 16
==> critical path, delay by kind of cell <==
family | cells | cell delay (ns)
AOI/OAI and AO/OA | 1 | 0.15
buffers and inverters | 3 | 1.41
and+or+nand+nor | 4 | 1.43
==> per-layer routing <==
layer  wire (um)  share of wire
met5           0              0
met3        2120          0.058
met2       16200           0.44
met1       17000           0.47
met4        1230          0.034
==> Yosys cell counts, types with 13 or more instances <==
library cell / instances
a21oi_1: 90
and3_1: 21
and4_1: 16
buf_2: 15
clkbuf_1: 78
dfxtp_1: 257
inv_1: 48
mux2i_1: 50
nand2_1: 112
nand3_1: 67
nand4_1: 51
nor2_1: 208
nor3_1: 53
nor4_1: 20
o21a_1: 18
o21ai_0: 69
o22ai_1: 48
o32ai_1: 14
or2_2: 13
or3_1: 32
or4_1: 14
xnor2_1: 86
xor2_1: 54
==> per-stage QoR <==
step / worst slack (ns) / hold WS (ns) / total power, mW
CTS: 1.59 / 0.455 / 4.55
global route: 1.40 / 0.474 / 4.66
global placement: 1.12 / 0.441 / 2.49
detailed placement: 1.03 / 0.448 / 2.49
finish: 1.56 / 0.455 / 4.50
floorplan: 2.35 / 0.341 / 2.31
==> power breakdown <==
group	internal, mW	switching (mW)
Combinational	0.160	0.214
Clock	1.23	0.825
Sequential	2.04	0.0266
==> cell usage in the layout (no fill, tap or decap), types with 14 or more instances in the layout <==
cell,instances
xor2_1,54
a21oi_1,90
o22ai_1,48
nand2_1,112
mux2i_1,50
buf_4,21
and4_1,16
dfxtp_1,257
nor4_1,20
o32ai_1,14
xnor2_1,86
o21a_1,18
nor2_1,208
or4_1,14
nor3_1,52
and3_1,21
o21ai_0,69
inv_1,48
or3_1,32
clkbuf_16,31
nand3_1,67
nand4_1,51
clkdlybuf4s50_1,72
==> worst min-delay path by stage <==
| stage | end | cells after the start |
|---|---|---|
| finish | data_out[7]$_SDFFE_PP0P_ | 2 |
| global route | data_out[7]$_SDFFE_PP0P_ | 2 |
| CTS | data_out[7]$_SDFFE_PP0P_ | 2 |
==> area by class of cell <==
| type | count | area, um^2 |
|---|---|---|
| clock buffers | 49 | 933 |
| clock inverters | 2 | 16.3 |
| fillers | 2290 | 10400 |
| inverters | 48 | 180 |
| multi-input cells | 1175 | 7230 |
| flip-flops and latches | 257 | 5140 |
| well taps | 330 | 413 |
| repair buffers | 95 | 910 |
==> cell families (layout without fill, tap and decap cells) <==
| logic type | Yosys count | count (layout) | synth area share |
|---|---|---|---|
| AOI/OAI and AO/OA | 302 | 302 | 0.145 |
| xor gates and xnor gates | 140 | 140 | 0.0949 |
| adders and majority gates | 12 | 12 | 0.0116 |
| buffers and inverters | 147 | 194 | 0.0441 |
| DFF | 257 | 257 | 0.398 |
| muxes | 52 | 52 | 0.0405 |
| and+or+nand+nor | 669 | 669 | 0.266 |
Power figures rest on the tool's default switching activity, not on a simulated workload.
