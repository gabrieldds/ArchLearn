<file path="flow/run.sh">
#!/bin/bash
# OpenROAD 26Q1-2900-gdf79404cd8, Yosys 0.63+post, stock flow scripts
make -C /OpenROAD-flow-scripts/flow DESIGN_CONFIG=/design/flow/config.mk WORK_HOME=/design/flow/orfs finish
</file>
<file path="flow/config.mk">
export PLATFORM = sky130hd
export DESIGN_NAME = ram
export DESIGN_NICKNAME = ram
export VERILOG_FILES = /design/flow/design.v
export SDC_FILE = /design/flow/constraint.sdc
export NUM_CORES = 4
export LEC_CHECK = 1
export CORE_UTILIZATION = 30
</file>
<file path="flow/constraint.sdc">
current_design ram

set clk_period 13.0
set clk_io_pct 0.2

create_clock -name clk0 -period $clk_period [get_ports {clk}]

set non_clock_inputs [all_inputs -no_clocks]
set_input_delay [expr $clk_period * $clk_io_pct] -clock clk0 $non_clock_inputs
set_output_delay [expr $clk_period * $clk_io_pct] -clock clk0 [all_outputs]
</file>
<file path="flow/design.v">
module ram (
    input clk,
    input [15:0] read_address,
    input [15:0] write_address,
    input [7:0] data_in, 
    input write_enable,
    output reg [7:0] data_out
);
    parameter MEM_LENGTH = 255;
    parameter MEM_INIT_FILE = "";
    reg [7:0] memory [0:MEM_LENGTH-1];
    initial begin
        if (MEM_INIT_FILE != "") begin
            $readmemh(MEM_INIT_FILE, memory);
        end
    end
    always @(posedge clk) begin
        if (write_enable) begin
            memory[write_address] <= data_in;
        end
        data_out <= memory[read_address];
    end
endmodule
</file>
==> out/results.txt <==
Final hold violations: 0
Critical path launch point type: input pin
Share of cells above drive strength 1: 20.8%
Vias post-DR: 39.8k
Row Count: 189
Placed Cells incl. Taps: 7,420
Yosys warns: 1
Fin cells: 7,809
Mapped Area: 0.0805 mm2
PwrDens: 149 mW/mm2
Clock root cell: clkbuf_16
Min Tclk post-route: 6.29 ns
GRT overflow: 0
Hold WC Path Type: flop to flop
TritonRoute pass-1 iters: 5
Mapped Cells: 3,910
Ys async rst share: 0%
Max-Cap Viols: 0
Io pins: 50
Setup bufs post-CTS: 0
Global Route Usage Sum: 16.9%
IO Port Bufs: 33
Clk slew on worst S/H paths: 0.06 ns
Slew Viols, Final: 0
Switching part of the total: 21.6%
Status: completed
Setup_tns: 0 ns
Drc violations: 0
Post-route ant nets: 0
Cycle use final: 48.4%
Post-DP HPWL: 129,000 um
CTS tree: yes
PostCTS Resize Cnt: 0
Static leakage: 28.4 nW
Worst EP arrival: 7.00 ns
Worst IR drop on VDD: 0.000149 V
CTS Buffer Depth: 3
Synth area leader: edfxtp_1
Core area: 0.266 mm2
Die area: 0.270 mm2
Crit path DRT: 13.71 ns
NetSw: 2.96 mW
Clock skew: 0.0258 ns
Vias in the first global route: 43.1k
Top FF cell, synth: edfxtp_1
Unrepaired setup endpoints after global routing: false
Clk sinks: 2,048
Initial antenna violation count: 8
Yosys stat chip area: 0.0805 mm2
Yosys reg bits: 2,048
Pin count of the biggest net entering global routing: 113
Cell-internal power: 10.7 mW
First-pass GRT wire length: 305,000 um
Layout area overhead: 13.7%
Drt wl/cell: 27.1 um
Crit path kind: input pin to flop
RePlAce Congestion: 0.925
CTS Buf Count: 205
Top cells by count, synth: edfxtp_1, mux4_2, nor2_1
DRT iter0 DRCs: 2,915
Number of enable flip-flop cells: 2,040
Htree depth: 4
Setup-failing EPs final: 0
Max-slew headroom: 25.2%
Chip height: 520 um
Vias per std cell: 5.09
Seq share, synth: 76.3%
Combinational power share: 5.1%
DIE WIDTH: 520 um
Fp_density: 30.3%
Cell Type Count: 67
Least-Margin Pin Slew: 1.09 ns
WL final: 211,000 um
Most instantiated library cell after synthesis: edfxtp_1
Fin util: 34.4%
Max Fclk: 159 MHz
# fillers: 24.3k
# Cells Yosys: 3,910
Reg power frac: 53.3%
Final hold slack: 1.00 ns
Clk latency late pin: 0.83 ns
Top cells, area: edfxtp_1, mux4_2, mux2i_1, mux4_1, nor2_1
Clk pwr share: 41.6%
Top-area cell share: 76.1%
OpenROAD warnings: 51
Avg Inst Size Synth: 20.6 um2
CP Max Fanout: 49
Cts hold-fix bufs: 0
Crit end category: flop
## layout by cell type, fill, tap and decap left out, drive strengths merged, types with 11 or more instances in the layout
cell / count
nor3: 24
nand3: 52
mux2i: 191
clkdlybuf4s50: 18
o22ai: 57
o21ai: 29
buf: 194
o211ai: 11
edfxtp: 2040
a2111oi: 13
nand4: 14
nor2b: 20
inv: 11
a22oi: 25
bufinv: 14
o221ai: 60
and3: 16
clkinv: 103
nor2: 305
a21oi: 68
a211oi: 14
mux4: 442
clkbuf: 269
a31oi: 18
and2: 11
nand2: 162
## per-stage QoR
step,area [um2],total power [mW],setup WS (ns)
after floorplan,80500,7.80,8.32
after global placement,85000,8.12,5.75
after detailed placement,85000,8.13,5.78
after CTS,91500,13.8,6.65
after global routing,91500,14.1,6.41
final,91500,13.7,6.71
## metal layers
| metal | part of all wire, % | vias up | GRT usage (%) |
|---|---|---|---|
| met3 | 18 | 369 | 13.5 |
| met1 | 32 | 20200 | 18.6 |
| li1 | - | 16700 | - |
| met2 | 47 | 2522 | 25.1 |
| met4 | 3.3 | 10 | 4.42 |
| met5 | 0.17 | - | 0.930 |
## power by group through the flow
stage | Combinational, mW | Clock [mW] | Sequential (mW)
finish | 0.692 | 5.69 | 7.29
global route | 0.740 | 6.04 | 7.29
CTS | 0.696 | 5.79 | 7.30
## area by class of cell
cell class	instances	area, um2	area share, %
flip-flops and latches	2048	61400	67.1
multi-input cells	1613	17300	18.9
clock buffers	261	5380	5.88
well taps	3533	4420	4.83
repair buffers	220	1860	2.04
clock inverters	124	1140	1.24
inverters	6	28.8	0.0314
diodes	4	10.0	0.0109
## registers in the layout, summed over array words and instances, names as in the netlist
register and count:
data_out 8, memory 2040
## final timing paths
path / startpoint / endpoint / slack (ns) / cells past startpoint
max: read_address[0] / data_out[5] / 6.71 / 11
min: memory[64][5] / data_out[5] / 1.00 / 5
max reg2reg: memory[129][1] / data_out[1] / 9.93 / 7
min reg2reg: memory[64][5] / data_out[5] / 1.00 / 5
## critical path, cell delays in order
cell and delay (ns):
buf_8 0.42, buf_4 0.48, buf_4 0.62, buf_4 0.64, mux4_2 0.61, a2111oi_0 0.56
buf_4 0.21, nor3_1 0.09, a21oi_1 0.15, nand2_1 0.21, o2bb2ai_1 0.20
## cell families after synthesis
| group | count (synthesis) | synth area share (%) |
|---|---|---|
| AND-OR/OR-AND | 341 | 2.95 |
| multiplexers | 641 | 15.1 |
| buffers and inverters | 249 | 2.24 |
| AND/OR/NAND/NOR | 631 | 3.36 |
| flip-flops | 2048 | 76.3 |
Power is estimated from default activity; no workload was simulated.
