$ cat /design/flow/design.v
module addr_generator(
    clk,
    reset,
    enable,
    en_save,
    i,
    j,
    k,
    l,
    m,
    n,
    s_addr,
    w_addr,
    b_addr,
    save_addr
);
    parameter [8-1:0] CONV_DIM_IMG    = 32;
	parameter [8-1:0] CONV_DIM_KERNEL = 5;
	parameter [8-1:0] CONV_DIM_CH     = 3;
    parameter [8-1:0] CONV_OUT_CH     = 32;
    parameter [8-1:0] CONV_DIM_OUT    = 32;
    parameter [8-1:0] STRIDE          = 1;
    parameter [8-1:0] PADDING         = 2;
    parameter [8-1:0] KSIZE           = 4;
    input clk;
    input reset;
    input enable;
    input en_save;
    input [8-1:0] i;
    input [8-1:0] j;
    input [8-1:0] k;
    input [8-1:0] m;
    input [8-1:0] n;
    input [8-1:0] l;
    output reg [16-1:0] s_addr;
    output reg [16-1:0] w_addr;
    output reg [16-1:0] save_addr;
    output reg [16-1:0] b_addr;
    always @(posedge clk) begin
        if(reset) begin
            s_addr <= 0;
            w_addr <= 0;
            b_addr <= 0;
        end else if(enable) begin
            s_addr <= (((((STRIDE * j) + m - PADDING) * CONV_DIM_IMG) + ((STRIDE * k) + n - PADDING)) * CONV_DIM_CH) + l;
            w_addr <= (i * CONV_DIM_CH * CONV_DIM_KERNEL * CONV_DIM_KERNEL) + (((m * CONV_DIM_KERNEL) + (n)) * CONV_DIM_CH) + l;
            b_addr <= i;
        end
    end
    reg [7:0] i_r, j_r, k_r;
    reg [7:0] i_r1, j_r1, k_r1;
    always @(posedge clk) begin
        if (reset) begin
            i_r <= 0;
            j_r <= 0;
            k_r <= 0;
            i_r1 <= 0;
            j_r1 <= 0;
            k_r1 <= 0;
        end else begin
            i_r  <= i;
            i_r1 <= i_r;
            j_r <= j;
            j_r1 <= j_r;
            k_r <= k;
            k_r1 <= k_r;
        end
    end
    always @(posedge clk) begin
        if (reset) begin
            save_addr <= 0;
        end else if(en_save) begin
            if (j == 0 && k == 0) begin
                save_addr <= i_r1 + (((j_r1 * CONV_DIM_OUT) + (k_r1)) * CONV_OUT_CH);
            end else begin
                save_addr <= i + (((j * CONV_DIM_OUT) + (k[KSIZE:0]-1'b1)) * CONV_OUT_CH);
            end
        end
    end
endmodule  
module conv_ctrl(
    clk,
    reset,
    en_ctrl,
    s_addr,
    w_addr,
    b_addr,
    save_addr,
    en_sum,
    en_save,
    en_write,
    s_convout,
    en_sat,
    en_mac,
    en_mult_r,
    finish
);
    parameter [8-1:0] CONV_DIM_IMG    = 32;
    parameter [8-1:0] CONV_DIM_OUT    = 32;    
    parameter [8-1:0] CONV_DIM_KERNEL = 5;     
    parameter [8-1:0] CONV_DIM_CH     = 3;    
    parameter [8-1:0] CONV_OUT_CH     = 32;   
    parameter [8-1:0] STRIDE          = 1;    
    parameter [8-1:0] PADDING         = 2;    
    parameter [8-1:0] KSIZE           = 4;
    localparam [2:0] START     = 0;
    localparam [2:0] ITERATING = 1;
    localparam [2:0] SAVE      = 2;
    localparam [2:0] END       = 3;
    input clk;
    input reset;
    input en_ctrl;
    output [16-1:0] s_addr;
    output [16-1:0] w_addr;
    output [16-1:0] save_addr;
    output [16-1:0] b_addr;
    output finish;
    output en_sum, en_save;
    output en_mult_r;
    output reg en_write, en_mac, en_sat, s_convout;
    wire [8-1:0] i, j, k, l, m, n;
    wire signed [8-1:0] in_row, in_col;
    reg en_read;
    assign en_mult_r = (k >= 8'd2 || j == 8'd2) ? 1'b1 
                     : (k == 8'd1 || j == 8'd1) ? 1'b0 
                     : (m > 8'd0  || n > 8'd0) ? 1'b0 : 1'b1; 
    always @(posedge clk) begin
        if (reset) begin
            en_read   <= 1'b0;
            en_write  <= 1'b0;
            s_convout <= 1'b0;
            en_mac    <= 1'b0; 
            en_sat    <= 1'b0;
        end else if (en_ctrl) begin
            en_read   <= en_sum;
            en_mac    <= en_read;
            s_convout <= en_save;
            en_sat    <= en_save;
            en_write  <= en_sat;
        end
    end
    iterator #(
        .CONV_DIM_IMG(CONV_DIM_IMG),
        .CONV_DIM_OUT(CONV_DIM_OUT),
        .CONV_DIM_KERNEL(CONV_DIM_KERNEL),
        .CONV_OUT_CH(CONV_OUT_CH),
        .CONV_DIM_CH(CONV_DIM_CH),
        .STRIDE(STRIDE),
        .PADDING(PADDING)
    ) iter (
        .clk(clk),
        .reset(reset),
        .en_ctrl(en_ctrl),
        .i(i),
        .j(j),
        .k(k),
        .l(l),
        .m(m),
        .n(n),
        .en_sum(en_sum),
        .en_save(en_save),    
        .fin_r(finish),
        .in_row(in_row),
        .in_col(in_col)
    );
    addr_generator #(
        .CONV_DIM_IMG(CONV_DIM_IMG),
        .CONV_DIM_KERNEL(CONV_DIM_KERNEL),
        .CONV_DIM_CH(CONV_DIM_CH),
        .CONV_DIM_OUT(CONV_DIM_OUT),
        .CONV_OUT_CH(CONV_OUT_CH),
        .STRIDE(STRIDE),
        .PADDING(PADDING),
        .KSIZE(KSIZE)
    ) address_generator (
        .clk(clk),
        .reset(reset),
        .enable(en_sum),
        .en_save(s_convout),
        .i(i),
        .j(j),
        .k(k),
        .l(l),
        .m(m),
        .n(n),
        .s_addr(s_addr),
        .w_addr(w_addr),
        .b_addr(b_addr),
        .save_addr(save_addr)
    );
endmodule
module iterator(
	clk,
	reset,
	en_ctrl, 
	i, 
	j, 
	k,
	l,
	m, 
	n,
	en_sum,
	en_save,
	fin_r,
	in_row,
	in_col
);
	parameter [8-1:0] CONV_DIM_IMG    = 32;  
	parameter [8-1:0] CONV_DIM_OUT    = 32;  
	parameter [8-1:0] CONV_DIM_KERNEL = 5;   
	parameter [8-1:0] CONV_OUT_CH     = 32;  
	parameter [8-1:0] CONV_DIM_CH     = 3;
	parameter [8-1:0] STRIDE          = 1;
	parameter [8-1:0] PADDING         = 2;
	input clk;
	input en_ctrl;
	input reset;
	output en_sum;
	output en_save;
	output reg fin_r;
	output reg [8-1:0] i;
	output reg [8-1:0] j; 
	output reg [8-1:0] k; 
	output reg [8-1:0] m; 
	output reg [8-1:0] n; 
	output reg [8-1:0] l; 
	output signed [8-1:0]  in_row, in_col;
	reg fin, finish;
	wire cond;
	assign in_row = (STRIDE * j) + m - PADDING;
	assign in_col = (STRIDE * k) + n - PADDING;
	assign cond   = en_ctrl & ~fin_r;
	assign en_sum = (en_ctrl && (l < CONV_DIM_CH) && (in_row >= 8'd0 && in_col >= 8'd0 && in_row < CONV_DIM_IMG && in_col < CONV_DIM_IMG)) ? 1'b1 : 1'b0;
	assign en_save = (m > 8'd0 || n > 8'd0) ? 1'b0 : (j < 8'd2) ? 1'd1 : (l == 8'd0) ? 1'd1 : 1'b0; 
	always @(posedge clk) begin
		if(reset) begin
			fin <= 0;
			fin_r <= 0;
		end else begin
			fin <= finish;
			fin_r <= fin;
		end
	end
	always @(posedge clk) begin
		if(reset) begin
			i <= 0;
			j <= 0;
			k <= 0;
			m <= 0;
			n <= 0;
			finish <= 0;
		end else if(cond) begin
		    if(en_sum) begin
				l <= l + 8'd1;
			end else begin
				l <= 0;
				n <= n + 8'd1;
				if(n == (CONV_DIM_KERNEL-1)) begin
			    	n <= 8'b0;
			    	m <= m + 8'b1;
			    	if(m == (CONV_DIM_KERNEL-1)) begin
			    		m <= 0;
			       		k <= k + 8'b1;
			       		if(k == (CONV_DIM_OUT-1)) begin
			           		k <= 0;
			           		j <= j + 8'b1;
			           		if(j == (CONV_DIM_OUT-1)) begin
				           		j <= 0;
				           		i <= i + 8'b1;
				           		if(i == (CONV_OUT_CH-1)) begin
				            		i <= 0;
					          		finish <= 1;
				           		end
				   	    	end
			           	end
		           	end
			    end
			end
		end
	end
endmodule
$ cat /design/flow/run.sh
#!/bin/bash
# OpenROAD 26Q1-2900-gdf79404cd8, Yosys 0.63+post, stock flow scripts
make -C /OpenROAD-flow-scripts/flow DESIGN_CONFIG=/design/flow/config.mk WORK_HOME=/design/flow/orfs finish
$ cat /design/flow/config.mk
export PLATFORM = sky130hd
export DESIGN_NAME = conv_ctrl
export DESIGN_NICKNAME = conv_ctrl
export VERILOG_FILES = /design/flow/design.v
export SDC_FILE = /design/flow/constraint.sdc
export NUM_CORES = 4
export LEC_CHECK = 1
export CORE_UTILIZATION = 30
$ cat /design/flow/constraint.sdc
current_design conv_ctrl

set clk_period 7.1
set clk_io_pct 0.2

create_clock -name clk0 -period $clk_period [get_ports {clk}]

set non_clock_inputs [all_inputs -no_clocks]
set_input_delay [expr $clk_period * $clk_io_pct] -clock clk0 $non_clock_inputs
set_output_delay [expr $clk_period * $clk_io_pct] -clock clk0 [all_outputs]
==> notes.md <==
Implementation progress

The run finished with clean final reports. The overall global routing resource usage stands at 13.8%. The total negative slack stands at 0 ps.

The static leakage stands at 6.23 nW. The post-CTS setup repair buffer count stands at 0. The number of max-slew violations in the final report stands at 0. Across the VDD grid, the largest voltage drop is 0.109 mV.

From synthesis to final layout, the design area changed by 14.6%. The share of synthesized registers carrying an async set or reset stands at 0%. The cell area power density stands at 145 nW/µm².

In the final layout, the share of cells above drive strength 1 is 3.68%. The final layout report lists a filler cell count of 4069. The synthesized netlist cell count stands at 1451. The OpenROAD warning count stands at 51. Before any placement, the netlist area is recorded as 12400 µm².

The number of vias after detailed routing stands at 9568. Checking max transition, the worst relative margin is 40.8%. Power comes to 2.05 mW. The area enclosed by the die boundary stands at 42000 µm². The part of the Yosys area used for sequential elements stands at 25.8%.

Per the detailed-route log, wirelength across all metal layers totals 27600 µm. The CTS report gives the tree buffer count as 17. The warning tally printed by Yosys for this design is 3. The root buffer cell chosen for the clock tree is sky130_fd_sc_hd__clkbuf_16.

The most used flip-flop cell after synthesis is sky130_fd_sc_hd__dfxtp_1. For this run, the chip area from Yosys synthesis comes to 12400 µm². The number of global-route vias before repair is 8972. The worst setup path is launched from a register.

The number of remaining DRC errors stands at 0. The count of buffers added on input and output ports is 66. After layout, the worst path uses 88.8% of the clock period. The quantity of hold-fixing buffers added after cts stands at 0. TritonCTS built the clock tree. Looking at the setup timing report, the critical path kind is reg -> reg. The share of the core filled by cells before placement stands at 30.8%.

The placed wire-length estimate stands at 21400 µm. The clock tree buffer depth stands at 2. The remaining number of nets flagged by the antenna check after routing stands at 0. The main area contributors are sky130_fd_sc_hd__dfxtp_1 24%, sky130_fd_sc_hd__ha_1 19%, sky130_fd_sc_hd__fa_1 7.1%, sky130_fd_sc_hd__xnor2_1 6.5%, sky130_fd_sc_hd__a21oi_1 5.0%. The number of sinks driven by the clock tree stands at 155. Gates resized during post-CTS repair numbered 0. According to the timing report, the arrival time at the worst endpoint equals 6650 ps. Setup repair after global routing left no endpoint under its margin. For this design, Yosys synthesis ends with a cell count of 1451. The clock slew seen by the registers of the worst setup and hold paths stands at 70 ps. The transition time recorded at the tightest slew-check pin is 881 ps.

Data on the critical path is required at its endpoint by 7440 ps. The flow reports an fmax of 0.159 GHz. The placer's final routability congestion estimate stands at 0.915. In the final report, the number of hold violations comes to 0.

The vertical extent of the die stands at 205 µm. The maximum number of pins on one net before global-route repair stands at 82. The floorplan row count stands at 73. The count of flip-flops with a built-in enable after synthesis stands at 8. The first global-routing pass estimated 45500 µm of wire. Per the layout area report, the combinational gate area comes to 8400 µm². Per the log, the first TritonRoute iteration ended with a DRC count of 431.

The number of distinct standard cells referenced by the synthesized netlist stands at 64. By count the netlist is led by 187 x sky130_fd_sc_hd__ha_1, 159 x sky130_fd_sc_hd__inv_1, 147 x sky130_fd_sc_hd__dfxtp_1, 124 x sky130_fd_sc_hd__a21oi_1, 119 x sky130_fd_sc_hd__nor2_1. The max-cap check violation count stands at 0.

The portion of synthesized cell area occupied by the leading cell type stands at 23.8%. Note that the worst hold path type here is reg -> reg. The layout report lists the combined flip-flop and latch area as 3180 µm². Counting flops and latches in the post-synthesis netlist gives 155. In the final layout, the registers with the most flip-flops are address_generator.s_addr x16, address_generator.save_addr x16, address_generator.w_addr x16.

The clock tree synthesis step divided the H-tree into 4 levels. Looking at area per cell type in the netlist, the leader is sky130_fd_sc_hd__dfxtp_1. The average vias per placed instance stands at 4.67. The clock reaches the later pin of the worst-skew pair after 420 ps.

The die outline width stands at 205 µm. Setup violations remaining at the end of the flow were counted as 0. The worst path in the final design needs a cycle of 6310 ps, including I/O delays and setup. In this run the mean area of a mapped cell was 8.52 µm². Between clock sinks in the finished design, the worst skew comes to 11.1 ps. The floorplan step defined a core boundary enclosing 40200 µm². The script logs the mean routed wire length per placed instance as 13.5 µm. The worst setup path is captured at a register. In the log, the iteration count for the first detailed-route pass is 5.

Looking at the gate-level netlist, the highest instance count belongs to sky130_fd_sc_hd__ha_1. The critical-path maximum fanout stands at 13. The number of diodes added for antenna fixing stands at 0. The total overflow left after global routing is 0.

The number of antenna violations at the first check in global routing was 0. For this design the top-level I/O count stands at 75.
## worst paths after layout
path,from,to,slack (ps),cells past startpoint
worst max-delay path,iter.i[0],address_generator.w_addr[15],790,23
worst min-delay path,address_generator.k_r[2],address_generator.k_r1[2],430,1
worst max register to register,iter.i[0],address_generator.w_addr[15],790,23
worst min register to register,address_generator.k_r[2],address_generator.k_r1[2],430,1
## stage by stage
step | setup slack [ps] | util, % | instances | hold slack [ps] | area (µm²)
5_1_grt | 258 | 35.3 | 2047 | 441 | 14200
3_5_place_dp | 735 | 33.7 | 2015 | 423 | 13600
4_1_cts | 696 | 35.3 | 2047 | 438 | 14200
3_3_place_gp | 831 | 33.7 | 2015 | 417 | 13600
2_1_floorplan | 1470 | - | 1466 | 414 | 12400
6_report | 793 | 35.3 | 2047 | 431 | 14200
## routing by layer
| metal | vias up | share of wire (%) | track usage (%) |
|---|---|---|---|
| met1 | 4372 | 48 | 19.7 |
| li1 | 5018 | - | - |
| met3 | 23 | 3.3 | 1.67 |
| met4 | 0 | 2.4 | 3.04 |
| met2 | 155 | 47 | 22.4 |
| met5 | - | 0 | 0 |
## critical path, stage by stage, from the launching register on
cell and delay (ps):
sky130_fd_sc_hd__dfxtp_1 470, sky130_fd_sc_hd__ha_1 340, sky130_fd_sc_hd__fa_1 410, sky130_fd_sc_hd__a21o_1 190
sky130_fd_sc_hd__a21oi_1 200, sky130_fd_sc_hd__xor2_1 240, sky130_fd_sc_hd__ha_1 270, sky130_fd_sc_hd__ha_1 330
sky130_fd_sc_hd__xnor2_1 260, sky130_fd_sc_hd__inv_1 80, sky130_fd_sc_hd__fa_1 480, sky130_fd_sc_hd__inv_1 60
sky130_fd_sc_hd__fa_1 540, sky130_fd_sc_hd__inv_1 60, sky130_fd_sc_hd__fa_1 530, sky130_fd_sc_hd__inv_1 40
sky130_fd_sc_hd__ha_1 330, sky130_fd_sc_hd__nand2_1 60, sky130_fd_sc_hd__o21ai_0 230, sky130_fd_sc_hd__a41oi_1 180
sky130_fd_sc_hd__a211oi_1 400, sky130_fd_sc_hd__a31oi_1 170, sky130_fd_sc_hd__xor2_1 160, sky130_fd_sc_hd__o31ai_1 190
## power breakdown
part           switching (mW)  leakage, nW  internal [mW]
Clock                   0.399        0.292          0.547
Combinational           0.116         4.67         0.0930
Sequential             0.0103         1.26          0.886
## layout make-up
cell class	instances	share of cell area, %
Inverter	159	4.21
Clock inverter	13	1.10
Clock buffer	19	3.20
Multi-Input combinational cell	1101	59.3
Timing Repair Buffer	75	5.12
Tap cell	525	4.64
Sequential cell	155	22.5
## logic make-up (layout without fill, tap and decap cells)
group / after synthesis / after routing / synth area share (%)
adder cells (fa/ha/maj): 231 / 231 / 26.1
buffers and inverters: 210 / 266 / 6.85
XOR/XNOR: 132 / 132 / 9.47
AND/OR/NAND/NOR: 434 / 434 / 17.1
multiplexers: 17 / 17 / 1.38
flip-flops: 155 / 155 / 25.8
other: 1 / 16 / 0.0303
AND-OR/OR-AND: 271 / 271 / 13.4
## layout by cell type (no fill, tap or decap), types with 3 or more instances in the layout
master / instances
sky130_fd_sc_hd__or3_1: 11
sky130_fd_sc_hd__ha_1: 187
sky130_fd_sc_hd__a31oi_1: 5
sky130_fd_sc_hd__nand2b_1: 8
sky130_fd_sc_hd__or4_1: 8
sky130_fd_sc_hd__a21oi_1: 124
sky130_fd_sc_hd__o21a_1: 11
sky130_fd_sc_hd__and3b_1: 3
sky130_fd_sc_hd__conb_1: 16
sky130_fd_sc_hd__o31ai_1: 4
sky130_fd_sc_hd__and2_1: 4
sky130_fd_sc_hd__clkbuf_16: 17
sky130_fd_sc_hd__o21ai_0: 39
sky130_fd_sc_hd__nor3_2: 3
sky130_fd_sc_hd__nor2_1: 119
sky130_fd_sc_hd__and3_1: 11
sky130_fd_sc_hd__dfxtp_1: 147
sky130_fd_sc_hd__o21bai_1: 18
sky130_fd_sc_hd__a211oi_1: 18
sky130_fd_sc_hd__clkinvlp_4: 3
sky130_fd_sc_hd__xor2_1: 39
sky130_fd_sc_hd__a21o_1: 28
sky130_fd_sc_hd__nand2_1: 109
sky130_fd_sc_hd__a21boi_0: 3
sky130_fd_sc_hd__nor4_1: 11
sky130_fd_sc_hd__xnor2_1: 92
sky130_fd_sc_hd__nand3_1: 26
sky130_fd_sc_hd__inv_1: 159
sky130_fd_sc_hd__nor3_1: 39
sky130_fd_sc_hd__clkdlybuf4s50_1: 65
sky130_fd_sc_hd__or2_2: 6
sky130_fd_sc_hd__inv_8: 3
sky130_fd_sc_hd__fa_1: 44
sky130_fd_sc_hd__nand3b_1: 4
sky130_fd_sc_hd__edfxtp_1: 8
sky130_fd_sc_hd__nor2b_1: 44
sky130_fd_sc_hd__buf_4: 10
sky130_fd_sc_hd__mux2i_1: 17
sky130_fd_sc_hd__nand4_1: 18
Power is estimated from default activity; no workload was simulated.
